==> flow/design.v <==
module hdmidataencoder 
#(parameter FREQ=27000000, FS=48000, CTS=27000, N=6144) 
(
	input 			i_pixclk,
	input 			i_hSync,
	input 			i_vSync,
	input 			i_blank,
	input [15:0] 	i_audioL,
	input [15:0] 	i_audioR,	
	output [3:0] 	o_d0,
	output [3:0] 	o_d1,
	output [3:0] 	o_d2,
	output 			o_data
);
localparam [191:0] channelStatus = (FS == 48000)?192'hc202004004:(FS == 44100)?192'hc200004004:192'hc203004004;
localparam [55:0] audioRegenPacket = {N[7:0], N[15:8], 8'h00, CTS[7:0], CTS[15:8], 16'h0000};
reg [23:0] audioPacketHeader;
reg [55:0] audioSubPacket[3:0];
reg [7:0] channelStatusIdx;
reg [16:0] audioTimer;
reg [16:0] ctsTimer;
reg [1:0] samplesHead;
reg [3:0] dataChannel0;
reg [3:0] dataChannel1;
reg [3:0] dataChannel2;
reg [23:0] packetHeader;
reg [55:0] subpacket[3:0];
reg [7:0] bchHdr;
reg [7:0] bchCode [3:0];
reg [4:0] dataOffset;
reg tercData;
reg [25:0] audioRAvgSum;
reg [25:0] audioLAvgSum;
reg [15:0] audioRAvg;
reg [15:0] audioLAvg;
reg [10:0] audioAvgCnt;
reg [15:0] counterX;
reg firstHSyncChange;
reg oddLine;
reg prevHSync;
reg prevBlank;
reg allowGeneration;
initial
begin
	audioPacketHeader=0;
	audioSubPacket[0]=0;
	audioSubPacket[1]=0;
	audioSubPacket[2]=0;
	audioSubPacket[3]=0;
	channelStatusIdx=0;
	audioTimer=0;
	samplesHead=0;
	ctsTimer = 0;
	dataChannel0=0;
	dataChannel1=0;
	dataChannel2=0;
	packetHeader=0;
	subpacket[0]=0;
	subpacket[1]=0;
	subpacket[2]=0;
	subpacket[3]=0;
	bchHdr=0;
	bchCode[0]=0;
	bchCode[1]=0;
	bchCode[2]=0;
	bchCode[3]=0;
	dataOffset=0;
	tercData=0;
	oddLine=0;
	counterX=0;
	prevHSync = 0;
	prevBlank = 0;
	firstHSyncChange = 0;
	allowGeneration = 0;
	audioRAvg = 0;
	audioLAvg = 0;
	audioRAvgSum = 0;
	audioLAvgSum = 0;
	audioAvgCnt = 1;
end
function [7:0] ECCcode;	 
	input [7:0] code;
	input bita;
	input passthroughData;
	begin
		ECCcode = (code<<1) ^ (((code[7]^bita) && passthroughData)?(1+(1<<6)+(1<<7)):0);
	end
endfunction
task ECCu;
	output outbit;
	inout [7:0] code;
	input bita;
	input passthroughData;
	begin
		outbit <= passthroughData?bita:code[7];
		code <= ECCcode(code, bita, passthroughData);
	end
endtask
task ECC2u;
	output outbita;
	output outbitb;
	inout [7:0] code;
	input bita;
	input bitb;
	input passthroughData;
	begin
		outbita <= passthroughData?bita:code[7];
		outbitb <= passthroughData?bitb:(code[6]^(((code[7]^bita) && passthroughData)?1'b1:1'b0));
		code <= ECCcode(ECCcode(code, bita, passthroughData), bitb, passthroughData);
	end
endtask
task SendPacket;
	inout [32:0] pckHeader;
	inout [55:0] pckData0;
	inout [55:0] pckData1;
	inout [55:0] pckData2;
	inout [55:0] pckData3;
	input firstPacket;
begin
	dataChannel0[0]=i_hSync;
	dataChannel0[1]=i_vSync;
	dataChannel0[3]=(!firstPacket || dataOffset)?1'b1:1'b0;
	ECCu(dataChannel0[2], bchHdr, pckHeader[0], dataOffset<24?1'b1:1'b0);
	ECC2u(dataChannel1[0], dataChannel2[0], bchCode[0], pckData0[0], pckData0[1], dataOffset<28?1'b1:1'b0);
	ECC2u(dataChannel1[1], dataChannel2[1], bchCode[1], pckData1[0], pckData1[1], dataOffset<28?1'b1:1'b0);
	ECC2u(dataChannel1[2], dataChannel2[2], bchCode[2], pckData2[0], pckData2[1], dataOffset<28?1'b1:1'b0);
	ECC2u(dataChannel1[3], dataChannel2[3], bchCode[3], pckData3[0], pckData3[1], dataOffset<28?1'b1:1'b0);
	pckHeader<=pckHeader[23:1];
	pckData0<=pckData0[55:2];
	pckData1<=pckData1[55:2];
	pckData2<=pckData2[55:2];
	pckData3<=pckData3[55:2];
	dataOffset<=dataOffset+5'b1;
end
endtask
task InfoGen;
	inout [16:0] _timer;
begin
	if (_timer >= CTS) begin
		packetHeader<=24'h000001;	 
		subpacket[0]<=audioRegenPacket;
		subpacket[1]<=audioRegenPacket;
		subpacket[2]<=audioRegenPacket;
		subpacket[3]<=audioRegenPacket;
		_timer <= _timer - CTS + 1;
	end else begin
		if (!oddLine) begin
			packetHeader<=24'h0D0282;	 
			subpacket[0]<=56'h00000000191046;
			subpacket[1]<=56'h00000000000000;
		end else begin
			packetHeader<=24'h0A0184;	 
			subpacket[0]<=56'h00000000001160;
			subpacket[1]<=56'h00000000000000;
		end
		subpacket[2]<=56'h00000000000000;
		subpacket[3]<=56'h00000000000000;
	end			
end
endtask
task AproximateAudio;
begin
	audioLAvgSum <= audioLAvgSum + i_audioL;
	audioRAvgSum <= audioRAvgSum + i_audioR;
	audioLAvg <= audioLAvgSum/audioAvgCnt;
	audioRAvg <= audioRAvgSum/audioAvgCnt;
	audioAvgCnt <= audioAvgCnt + 1;
end
endtask
task AudioGen;
begin
	if (!( allowGeneration && counterX >= 32 && counterX < 64)) begin
		if (audioTimer>=FREQ/1000) begin
			audioTimer<=audioTimer-FREQ/1000+FS/1000;
			audioPacketHeader<=audioPacketHeader|24'h000002|((channelStatusIdx==0?24'h100100:24'h000100)<<samplesHead);
			audioSubPacket[samplesHead]<=((audioLAvg<<8)|(audioRAvg<<32)
								|((^audioLAvg)?56'h08000000000000:56'h0)	 
								|((^audioRAvg)?56'h80000000000000:56'h0))	 
								^(channelStatus[channelStatusIdx]?56'hCC000000000000:56'h0);  
			if (channelStatusIdx<191)
				channelStatusIdx<=channelStatusIdx+8'd1;
			else
				channelStatusIdx<=0;
			samplesHead<=samplesHead+2'd1;
			audioLAvgSum <= 0;
			audioRAvgSum <= 0;
			audioAvgCnt <= 1;
		end else begin
			audioTimer<=audioTimer+FS/1000;
			AproximateAudio();
		end
	end else begin
		audioTimer<=audioTimer+FS/1000;
		AproximateAudio();		
		samplesHead<=0;
	end
end
endtask
task SendPackets;
	inout dataEnable;
begin
	if (counterX<32) begin
		dataEnable<=1;
		SendPacket(packetHeader, subpacket[0], subpacket[1], subpacket[2], subpacket[3], 1);
	end else if (counterX<64)	begin
		SendPacket(audioPacketHeader, audioSubPacket[0], audioSubPacket[1], audioSubPacket[2], audioSubPacket[3], 0);
	end else begin
		dataEnable<=0;
	end
end
endtask
always @(posedge i_pixclk)
begin
	AudioGen();
	if(allowGeneration) begin
		SendPackets(tercData);
	end else begin
		tercData<=0;
   end 	
	ctsTimer <= ctsTimer + 1;	
	if((prevBlank == 0) && (i_blank == 1)) 
		firstHSyncChange <= 1;
	if((prevBlank == 1) && (i_blank == 0)) 
		allowGeneration <= 0;
	if(prevHSync != i_hSync) begin
		if(firstHSyncChange) begin
			InfoGen(ctsTimer);
		   oddLine <= ! oddLine;
		   counterX  <= 0;
			allowGeneration <= 1;
		end else begin
		   counterX  <= counterX + 1;	
		end
		firstHSyncChange <= !firstHSyncChange;
	end else 
		counterX  <= counterX + 1;	
	prevBlank <= i_blank;
	prevHSync <= i_hSync;
end
assign o_d0 = dataChannel0;
assign o_d1 = dataChannel1;
assign o_d2 = dataChannel2;
assign o_data = tercData;
endmodule
==> flow/run.sh <==
#!/bin/bash
# OpenROAD 26Q1-2900-gdf79404cd8, Yosys 0.63+post, stock flow scripts
make -C /OpenROAD-flow-scripts/flow DESIGN_CONFIG=/design/flow/config.mk WORK_HOME=/design/flow/orfs finish
==> flow/config.mk <==
export PLATFORM = sky130hd
export DESIGN_NAME = hdmidataencoder
export DESIGN_NICKNAME = hdmidataencoder
export VERILOG_FILES = /design/flow/design.v
export SDC_FILE = /design/flow/constraint.sdc
export NUM_CORES = 4
export LEC_CHECK = 1
export CORE_AREA = 10 10 88 88
export DIE_AREA = 0 0 98 98
==> flow/constraint.sdc <==
current_design hdmidataencoder

set clk_period 2.7
set clk_io_pct 0.2

create_clock -name clk0 -period $clk_period [get_ports {i_pixclk}]

set non_clock_inputs [all_inputs -no_clocks]
set_input_delay [expr $clk_period * $clk_io_pct] -clock clk0 $non_clock_inputs
set_output_delay [expr $clk_period * $clk_io_pct] -clock clk0 [all_outputs]
==> CHANGELOG.md <==
### Changed

- Placed Area: 1410 µm²
- GPL Wtd Cong: 0.840
- Gate Area: ~560 µm²
- First drt pass iteration count: 4
- Most frequent logic cell in the layout: dfxtp_1
- Pwr Total: 0.969 mW
- Init Core Util: 22.0%
- CTS Buffer Depth: 2
- # diodes: 0
- Cts bufs inserted: 3
- HPWL after detailed placement: 1.50 mm
- Netlist Area Pre-Place: 1300 µm²
- Initial DRC count: 54
- Fill cells: slightly above 600
- Initial antenna violation count: 0
- DRC: 0
- YS chip area: 1300 µm²
- Chip Height: 98 µm
- Postcts setup bufs: 0
- CTS Sinks: 28
- Post-CTS Resized: 0
- Worst Setup End Kind: register
- Max-cap violations: 0
- Finished Cell Area: 1450 µm²
- TNS Setup: 0 ns
- Max-slew violations: 0
- Core area: 5920 µm²
- Vias per cell: 4.16
- Worst setup SP type: input pin
- Final Skew: approximately 0.0057 ns
- Pwr dens: 668 nW/µm²
- Yosys warning count: 22
- Vias: 877
- Final setup fails: 0
- Syn Inst Count: 128
- Final period utilization: about three quarters
- Hold violation count in the final report: 0
- Ports: 49
- Tally of OpenROAD warnings: 58
- Vias in the first global route: 828
- Synth Seq Share: 50.0%
- VDD IR max: between 0.2 and 0.25 mV
- Fin crit period: 2.00 ns
- GRT overflow: 0
- Chip area: about 9600 µm²
- Worst Path Class, Setup: input pin to register
- Syn avg cell area: approximately 10 µm²
- CP required: between 2 and 3 ns
- Worst-path clk slew: 0.09 ns
- Antenna-violating nets left: 0
- Unrepaired setup endpoints after global routing: no
- Distinct lib cells used: 28
- Outcome: finished clean
- Leak: 0.508 nW
- Critical Path AT: about 2.2 ns
- Top Layout Cells: dfxtp_1 (19), conb_1 (10), nand3_1 (9), inv_1 (9), edfxtp_1 (9)
- CTS tree: done
- CTS root buf: clkbuf_8
- First-pass GRT wire length: 3.69 mm
- HP Class: register to register
- Largest net degree at the start of global routing: 17
- Layout cells sized above 1: approximately 6.6%
- Die span in x: 98 µm
- CTS Hold Bufs: 0
- Flops out of synthesis: 28
- Slew @ Worst Pin: approximately 0.7 ns
- Num rows: 28
- WHS Path Cells: 1
- Area growth syn-to-layout: 11.4%
- Yosys stat cell total: between 100 and 150
- Buffers on Ports: 6
- Max Freq: 0.499 GHz
- Worst skew pair latency: 0.27 ns
- Crit Path Max Fanout: 13
- Register area: 651 µm²
- Max-slew headroom: 52.8%
- CTS H-tree depth: 1
- Worst Reg-to-Reg Cells: 3
- Final wirelength: 2.06 mm
- Gr usage total: 4.34%
- Avg WL per Cell: 9.74 µm
-- per-stage QoR --
step / cells / hold WS, ns / utilization, % / setup WS, ns
4_1_cts: 211 / 0.490 / 24.5 / 0.679
3_3_place_gp: 207 / 0.461 / 23.8 / 0.387
3_5_place_dp: 207 / 0.469 / 23.8 / 0.389
5_1_grt: 211 / 0.542 / 24.5 / 0.504
2_1_floorplan: 137 / 0.441 / - / 1.15
6_report: 211 / 0.481 / 24.5 / 0.696
-- worst max-delay path, stage by stage --
cell and delay [ns]:
clkdlybuf4s50_1 0.44, xnor2_1 0.60, nor2_1 0.08, buf_4 0.21
or2_2 0.29
-- cells by family after synthesis --
family	synth area share, %
buffers and inverters	9.61
muxes	3.07
adders and majority gates	2.88
xor gates and xnor gates	4.71
DFF	50.0
and+or+nand+nor	18.7
AOI/OAI and AO/OA	10.8
other	0.288
-- registers in the layout, indices dropped and copies added, names as in the netlist --
| signal | count |
|---|---|
| firstHSyncChange | 1 |
| dataChannel0 | 3 |
| dataOffset | 5 |
| allowGeneration | 1 |
| prevBlank | 1 |
| prevHSync | 1 |
| counterX | 16 |
-- cell usage after synthesis --
cell type / instances / area (µm²)
dfxtp_1: 19 / 380
buf_4: 10 / 75.1
edfxtp_1: 9 / 270
inv_1: 9 / 33.8
nand3_1: 9 / 45.0
a21oi_1: 8 / 40.0
o21ai_0: 8 / 40.0
nor2_1: 7 / 26.3
nor4_1: 6 / 37.5
mux2i_1: 4 / 40.0
nand2_1: 4 / 15.0
o21bai_1: 4 / 30.0
o31ai_1: 4 / 30.0
or4_1: 4 / 30.0
xnor2_1: 4 / 35.0
ha_1: 3 / 37.5
xor2_1: 3 / 26.3
or3_1: 2 / 12.5
or3_2: 2 / 15.0
and2_1: 1 / 6.26
buf_2: 1 / 5.00
buf_6: 1 / 11.3
conb_1: 1 / 3.75
nand4_1: 1 / 6.26
nand4_2: 1 / 12.5
nand4_4: 1 / 21.3
or2_2: 1 / 6.26
or4b_1: 1 / 10.0
-- final cells by class --
cell class / instances / area share (%)
Sequential cell: 28 / 44.8
Multi-Input combinational cell: 88 / 38.6
Tap cell: 75 / 6.47
Timing Repair Buffer: 7 / 4.66
Clock buffer: 3 / 2.84
Inverter: 9 / 2.33
Clock inverter: 1 / 0.259
-- worst paths after layout --
path                                            from                         to  slack (ns)
worst min register to register   counterX[0]$_DFF_P_        counterX[0]$_DFF_P_        0.48
worst min-delay path             counterX[0]$_DFF_P_        counterX[0]$_DFF_P_        0.48
worst max register to register  counterX[12]$_DFF_P_  dataChannel0[1]$_DFFE_PP_        1.00
worst max-delay path                         i_hSync    allowGeneration$_DFF_P_        0.70
-- power by group --
group	internal (mW)	total (mW)	switching [mW]
Sequential	0.530	0.592	0.0624
Clock	0.102	0.223	0.121
Combinational	0.0794	0.154	0.0748
-- metal layers --
metal  vias to the layer above  track usage, %  share of wire [%]
met5                         -               0                  0
met4                         0           0.671                1.7
met3                         2            1.28                5.7
met2                        18            6.35                 40
met1                       400            6.34                 53
li1                        457               -                  -
Power figures rest on the tool's default switching activity, not on a simulated workload.
